==> design.v <==
module reg_bank(
		 input clock,  
		 input reset,  
		 input regwe,  
		 input [63:0] inA,  
		 input [ 3:0] selwreg,  
		 input [ 1:0] endreg,  
		 output reg [63:0] outA,  
		 output reg [63:0] outB,  
		 input [ 3:0] seloutA,  
		 input [ 3:0] seloutB,  
		 input cnstA,  
		 input cnstB,  
		 input enrregA,  
		 input enrregB  
 ); 
reg [63:0] regbank [0:15];
integer i;	
always @(posedge clock)
	if(reset)
		begin
			for (i = 0; i < 16; i = i+1)
				begin
						regbank [i] <= 64'h0; 
				end
		end
	else 	
		if(regwe)
			begin
				case(endreg)
					2'b00: regbank[selwreg] <= inA;
					2'b01: regbank[selwreg][63:32] <= inA[63:32];
					2'b10: regbank[selwreg][31:0] <= inA[31:0];	
					2'b11: regbank[selwreg] <= {inA[31:0], inA[63:32]};
				endcase
			end
always @(posedge clock)
	if(reset)
		outA <= 64'h0;
	else 
		if(cnstA==0)
			begin
				if(enrregA)
					outA <= regbank[seloutA];
			end
		else
			begin
				outA <= {{(31){seloutA[1]}}, seloutA[3], {(31){seloutA[0]}}, seloutA[2]};
			end
always @(posedge clock)
	if(reset)
		outB <= 64'h0;
	else
		if(cnstB==0)
			begin
				if(enrregB)
					outB <= regbank[seloutB];
			end
		else
			begin
				outB <= {{(31){seloutB[1]}}, seloutB[3], {(31){seloutB[0]}}, seloutB[2]};
			end
endmodule
==> run.sh <==
#!/bin/bash
# OpenROAD 26Q1-2900-gdf79404cd8, Yosys 0.63+post, stock flow scripts
make -C /OpenROAD-flow-scripts/flow DESIGN_CONFIG=/design/flow/config.mk WORK_HOME=/design/flow/orfs finish
==> config.mk <==
export PLATFORM = sky130hd
export DESIGN_NAME = reg_bank
export DESIGN_NICKNAME = reg_bank
export VERILOG_FILES = /design/flow/design.v
export SDC_FILE = /design/flow/constraint.sdc
export NUM_CORES = 4
export LEC_CHECK = 1
export CORE_UTILIZATION = 40
==> constraint.sdc <==
current_design reg_bank

set clk_period 9.7
set clk_io_pct 0.2

create_clock -name clk0 -period $clk_period [get_ports {clock}]

set non_clock_inputs [all_inputs -no_clocks]
set_input_delay [expr $clk_period * $clk_io_pct] -clock clk0 $non_clock_inputs
set_output_delay [expr $clk_period * $clk_io_pct] -clock clk0 [all_outputs]
==> flow_summary.json <==
{
  "viasPerCell": 6.073,
  "aoi_share": 0.07194,
  "yosysUniqueCellTypes": 51,
  "fp-row-count": 140,
  "r2r-start": "regbank[2][32]$_SDFFCE_PN0P_",
  "synth.most_common_cell": "nor2_1",
  "ys.flop_type": "edfxtp_1",
  "numSynthFlops": 1152,
  "grt_pass1_wl_um": 285300,
  "warnings": 26,
  "crit_type": "in -> reg",
  "cts_max_path_buffers": 3,
  "mux_area_frac": 0.2387,
  "gp_congestion": 0.9127,
  "ant_nets": 0,
  "fp_util": 0.4032,
  "dieHeight_um": 385.1,
  "synthArstFlopShare": 0,
  "start_kind": "input pin",
  "routed_wl_um": 200100,
  "r2r_end": "outA[32]$_SDFFE_PP0P_",
  "core_um2": 145600,
  "cellPowerDensity_nw_per_um2": 181.2,
  "cp-end-kind": "flip-flop",
  "post-cts-setup-buffers": 0,
  "fin_setup_tns_ns": 0,
  "worst_pin_slew_ns": 1.221,
  "drive_gt1_frac": 0.2254,
  "hp-class": "reg -> reg",
  "antenna_found_initial": 7,
  "cts_num_sinks": 1152,
  "critPathLaunch": "selwreg[2]",
  "cts_hold_buf": 0,
  "grt_start_max_net_pins": 82,
  "drc": 0,
  "cts_buffers": 118,
  "synth_top_area_share": 0.5239,
  "timing.fmax_mhz": 207.6,
  "ys_top_logic_family": "multiplexers",
  "clk_pin_slew_ns": 0.06,
  "area_growth_pct": 12.73,
  "xor_area_frac": 0,
  "r2r_cells": 4,
  "dr.first_iter.drc_count": 2765,
  "io_pins": 213,
  "synth_seq_share": 0.5675,
  "ff2ff_setup_slack_ns": 7.86,
  "ys_cells": 4256,
  "finClkSkew_ns": 0.03398,
  "setup_violations": 0,
  "adder_share": 0,
  "worstPathMaxFanout": 33,
  "synthesis.area_um2": 58700,
  "topCellsByArea": "edfxtp_1 (52%), mux4_2 (14%), nor2_1 (6.6%), dfxtp_1 (4.4%), mux2i_1 (4.3%)",
  "grt_pass1_vias": 40850,
  "first_pass_iters": 7,
  "yosys-top-cells-count": "nor2_1 (1,039), edfxtp_1 (1,024), mux4_2 (374)",
  "syn_avg_cell_area_um2": 13.79,
  "clock_tree.root_cell": "clkbuf_16",
  "status": "finished clean",
  "edf_count": 1024,
  "maxCapViolCount": 0,
  "ys_area_um2": 58700,
  "cp_cell_sequence": "clkdlybuf4s50_1 > nor2b_1 > nor3b_2 > nand2_2 > nand2b_2",
  "netlist_instances": 4256,
  "endpoint": "regbank[5][15]$_SDFFCE_PN0P_",
  "cp.required_ns": 10.08,
  "slew_viol_final": 0,
  "cts_tree": "built",
  "routedWlPerCell_um": 31.56,
  "crit_path_max_incr_delay_ns": 0.91,
  "htreeDepth": 3,
  "top_area_cell": "edfxtp_1",
  "ir_drop_uv": 154.8,
  "rsz0062_at_grt": "false",
  "vias": 38510,
  "finalInstanceArea_um2": 66170,
  "die_x_um": 385.1,
  "fin_crit_sh": 0.4966,
  "fin_crit_ns": 4.817,
  "hold_viol": 0,
  "max-slew-margin-rel": 0.1858,
  "portBuffers": 212,
  "clk_latency_ns": 0.76,
  "cp_slowest_cell": "nand2b_2",
  "p_leak_nw": 22.18,
  "post_cts_resized": 0,
  "grt-ovfl-total": 0,
  "grt_usage": 0.2943,
  "arrival_ns": 5.19,
  "synthSimpleGateAreaFrac": 0.08234,
  "hpwl_um": 122400,
  "dieArea_um2": 148300,
  "synth_warnings": 1,
  "dpl_cell_area_um2": 62220
}
sequential cells by signal, summed over array words and instances, names as in the netlist:
register	count
outA	64
outB	64
regbank	1024
cell usage in the layout (no fill, tap or decap), types with 64 or more instances in the layout:
| cell type | n |
|---|---|
| nor2_1 | 1037 |
| edfxtp_1 | 1024 |
| mux4_2 | 374 |
| mux2i_1 | 252 |
| a21oi_1 | 201 |
| clkdlybuf4s50_1 | 201 |
| buf_4 | 139 |
| mux2_2 | 129 |
| dfxtp_1 | 128 |
| clkbuf_16 | 121 |
| o21ai_0 | 109 |
| o22a_1 | 89 |
| o22ai_1 | 64 |
routing by layer:
metal	vias up	global-route usage	part of all wire
met5	-	0.03151	0.0031
met4	23	0.1072	0.045
met3	442	0.2098	0.17
met2	2617	0.4089	0.44
met1	19040	0.3655	0.34
li1	16380	-	-
worst min-delay path by stage:
stage	start	to	slack [ns]	cells after the start
final	outA[43]$_SDFFE_PP0P_	outA[43]$_SDFFE_PP0P_	0.52	1
after global routing	outA[12]$_SDFFE_PP0P_	outA[12]$_SDFFE_PP0P_	0.53	1
after CTS	outA[43]$_SDFFE_PP0P_	outA[43]$_SDFFE_PP0P_	0.52	1
cell families (layout without fill, tap and decap cells):
group | count (synthesis) | in the layout
compound gates | 656 | 656
buf+inv | 419 | 581
flops | 1152 | 1152
mux | 825 | 825
other cells | 0 | 5
simple gates | 1204 | 1204
critical path: cells and delay by family:
kind | cells | cell delay [ns]
buffers and inverters | 1 | 0.82
AND/OR/NAND/NOR | 4 | 2.39
per-stage QoR:
stage               instances  power (mW)    util  setup slack (ns)  hold slack (ns)
floorplan                4256       6.820       -             5.665           0.4325
global placement         6112       7.433  0.4274             4.085           0.5004
detailed placement       6112       7.443  0.4274             4.152           0.5036
CTS                      6335       12.04  0.4545             4.948           0.5186
global route             6336       12.34  0.4545             4.704           0.5297
finish                   6340       11.99  0.4546             4.883           0.5153
layout make-up:
| cell class | count | area [µm²] |
|---|---|---|
| inverter | 5 | 21.27 |
| clock inverter | 58 | 535.5 |
| sequential | 1152 | 33310 |
| antenna | 5 | 12.51 |
| tap | 1917 | 2399 |
| clock buffer | 165 | 3403 |
| multi-input combinational | 2685 | 23280 |
| fill | 12510 | 79390 |
| timing repair buffer | 353 | 3203 |
power breakdown:
group / switching [mW] / total (mW) / internal (mW) / leakage [nW]
clock: 1.99 / 4.64 / 2.65 / 1.94
sequential: 0.170 / 5.86 / 5.69 / 10.8
combinational: 0.858 / 1.49 / 0.634 / 9.43
total: 3.02 / 12.0 / 8.98 / 22.2
Power figures rest on the tool's default switching activity, not on a simulated workload.
